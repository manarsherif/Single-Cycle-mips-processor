<file path="flow/design.v">
module alu(output reg[31:0]aluresult,
	output reg zerosignal,
	input wire[31:0]r1,
	input wire[31:0]r2,
	input wire[2:0]alucontrolinput, 
	input wire[4:0]shiftamount
);	
	always @(alucontrolinput or r1 or r2 or shiftamount)
		begin  
			 #7
			if(r1-r2==0)
				zerosignal<=1'b1;
			else
				zerosignal<=1'b0; 
			case (alucontrolinput)
				3'b011:   
					aluresult<=r1+r2;
				3'b100:	    
					aluresult<=r1-r2;
				3'b000: 
					aluresult<=r1&r2;
				3'b001:		 
					aluresult<=r1|r2;
				3'b010: 
					begin
						if(r1<r2)
							aluresult<=1;
						else 
							aluresult<=0;
					end 
				3'b110:  
					aluresult<=	r2<<shiftamount; 
				3'b101:	 
					aluresult<=	~(r1|r2);
			endcase
		end
endmodule
</file>
<file path="flow/run.sh">
#!/bin/bash
# OpenROAD 26Q1-2900-gdf79404cd8, Yosys 0.63+post, stock flow scripts
make -C /OpenROAD-flow-scripts/flow DESIGN_CONFIG=/design/flow/config.mk WORK_HOME=/design/flow/orfs finish
</file>
<file path="flow/config.mk">
export PLATFORM = sky130hd
export DESIGN_NAME = alu
export DESIGN_NICKNAME = alu
export VERILOG_FILES = /design/flow/design.v
export SDC_FILE = /design/flow/constraint.sdc
export NUM_CORES = 4
export LEC_CHECK = 1
export CORE_UTILIZATION = 50
</file>
<file path="flow/constraint.sdc">
current_design alu

set clk_period 17.9
set clk_io_pct 0.2

create_clock -name clk0 -period $clk_period

set non_clock_inputs [all_inputs -no_clocks]
set_input_delay [expr $clk_period * $clk_io_pct] -clock clk0 $non_clock_inputs
set_output_delay [expr $clk_period * $clk_io_pct] -clock clk0 [all_outputs]
</file>
==> run_results.csv <==
group,metric,value,unit
status,status,"completed",
yosys,synthArstFlopShare,0,%
yosys,ys_seq_elements,32,
yosys,ys_cells,1123,
die,fp_util,51.7,%
global_routing,globalRouteOverflowTotal,0,
worst_hold_path,hp-start,"r1[31]",
power,ir_drop,0.0172,mV
layout,layout-drive-gt1-share,5.56,%
die,fp.dieH,128,um
critical_path,start_kind,"input port",
die,die_area,0.0164,mm2
job,warnings,97,
layout,largest_reg_flops,32,
yosys,ys_area,0.00795,mm2
critical_path,critical_path_arrival,7.92,ns
final_timing,slew_headroom,37.3,%
critical_path,timing_worst_setup_path_type,"input port to output pin",
yosys,yosysWarnings,1,
yosys,syn_area,0.00795,mm2
detailed_routing,viasPerCell,6.46,
final_timing,hold_viol,0,
critical_path,cp.required,14.32,ns
power,p_per_area,33.4,mW/mm2
critical_path,cp-end-kind,"output pin",
die,die_w,128,um
place,routabilityCongestion,1.02,
global_routing,grtUsageTotal,38.8,%
yosys,edf_count,0,
critical_path,cp_max_fo,11,
detailed_routing,post-route-drc-count,0,
layout,finalNonFillerCells,1380,
yosys,top_cell_area_share,15.1,%
job,drv_cap,0,
yosys,ys_types,95,
final_timing,rsz0062_at_grt,"no",
power,power,0.299,mW
worst_hold_path,holdPathStages,7,
yosys,synth.most_common_cell,"a21oi_1",
final_timing,worstMarginPinSlew,0.932,ns
final_timing,tns,0,ns
yosys,netlist_top_cells_count,"112 x a21oi_1, 100 x inv_1, 96 x ha_1",
layout,areaGrowthSynthToFinish,12.7,%
clock_network,cts_resized,0,
final_timing,drv_slew,0,
detailed_routing,vias,8908,
yosys,synth.avg_cell_area,7.08,um2
final_timing,setup_viol,0,
place,dp_cells,1380,
yosys,yosys_most_used_dff,"dlxtn_1",
worst_hold_path,whs_endpoint,"zerosignal",
detailed_routing,first_pass_iters,5,
yosys,topCellsByArea,"ha_1 15%, a21oi_1 7.0%, dlxtn_1 6.0%",
power,p_leak,3.87,nW
layout,largest-register,"aluresult",
final_timing,fmax,87.0,MHz
final_timing,min_period,11.50,ns
final_timing,unclocked_regs,32,
detailed_routing,drt_iter0_markers,822,
clock_network,postCtsSetupRepairBufs,0,
detailed_routing,routed_wl,31100,um
layout,fillers,1486,
detailed_routing,postRouteAntennaNets,0,
global_routing,grt_pass1_wl,47800,um
layout,reg_top3,"aluresult x32",
yosys,syn-instance-count,1123,
die,num_io_pins,105,
place,dp_hpwl,24300,um
global_routing,antenna_found_initial,0,
yosys,yosysTopAreaCell,"ha_1",
clock_network,cts_hold_buf,0,
place,port_buffers,105,
final_timing,period_used_share,64.2,%
die,core-area,0.0154,mm2
die,rows,45,
worst_hold_path,hp-class,"input port to output pin",
global_routing,grt_pass1_vias,8252,
detailed_routing,wire_per_inst,22.5,um
global_routing,grt_max_degree,57,
detailed_routing,antennaDiodeCount,0,
final_timing,untimed_endpoints,64,
kinds of logic after synthesis:
group           Yosys count  share of synthesized area [%]
compound gates          411                           35.7
simple gates            283                           17.6
buf+inv                 182                           10.4
fa+ha+maj                98                           15.6
mux                      61                           8.45
xor+xnor                 56                           6.17
latches                  32                           6.04
power breakdown:
group | internal (mW) | switching, mW
combinational | 0.111 | 0.181
clock | 0 | 0
sequential | 0.00608 | 0.000348
placed cells by master (no fill, tap or decap), types with 12 or more instances in the layout:
cell             count
a21oi_1            112
clkdlybuf4s50_1    103
inv_1              100
ha_1                96
nor2_1              89
nand2_1             79
o21ai_0             61
xnor2_1             52
mux2i_1             48
dlxtn_1             32
a22oi_1             28
o22ai_1             25
a211oi_1            22
nand3_1             19
buf_4               17
o221ai_1            15
o211ai_1            14
o31ai_1             13
nand2b_1            13
nor3_1              12
a21o_1              12
metal layers:
| metal | share of wire [%] | routed length [um] | GRT usage (%) |
|---|---|---|---|
| met1 | 42 | 12900 | 52.7 |
| met2 | 45 | 13900 | 61.6 |
| met3 | 8.1 | 2520 | 4.72 |
| met4 | 5.5 | 1710 | 18.4 |
| met5 | 0 | 0 | 0 |
how the worst max path moves through the flow:
stage / depth (start not counted) / endpoint / from / slack, ns
after CTS: 14 / zerosignal / r2[20] / 6.43
final: 14 / zerosignal / r2[20] / 6.40
after global routing: 14 / zerosignal / r2[1] / 6.01
critical path, cell delays in order:
cell,delay (ns)
clkdlybuf4s50_1,0.65
inv_1,0.11
ha_1,0.44
inv_1,0.24
a21oi_1,0.10
o31ai_1,0.55
mux2i_1,0.32
nand4_1,0.12
a2111oi_1,0.36
nand4b_1,0.20
nor4_2,0.29
nand3_1,0.16
nor4_2,0.29
clkdlybuf4s50_1,0.50
layout make-up:
type                    instances  area, um2  area share (%)
well taps                     211        264            2.95
repair buffers                122       1170            13.0
inverters                     106        403            4.50
flip-flops and latches         32        480            5.36
multi-input cells             909       6640            74.1
through the flow:
| stage | cell area, um2 | hold slack, ns | worst slack, ns | utilization (%) |
|---|---|---|---|---|
| 6_report | 8960 | 8.63 | 6.40 | 58.3 |
| 5_1_grt | 8960 | 8.69 | 6.01 | 58.3 |
| 4_1_cts | 8960 | 8.61 | 6.43 | 58.3 |
| 3_5_place_dp | 8960 | 8.61 | 6.42 | 58.3 |
| 3_3_place_gp | 8960 | 8.60 | 6.49 | 58.3 |
| 2_1_floorplan | 7950 | 7.59 | 8.22 | - |
Power figures rest on the tool's default switching activity, not on a simulated workload.
